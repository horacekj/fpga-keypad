`flow/config.mk`:
```
export PLATFORM = sky130hd
export DESIGN_NAME = keyboard
export DESIGN_NICKNAME = keyboard
export VERILOG_FILES = /design/flow/design.v
export SDC_FILE = /design/flow/constraint.sdc
export NUM_CORES = 4
export LEC_CHECK = 1
export CORE_UTILIZATION = 50
```
`flow/constraint.sdc`:
```
current_design keyboard

set clk_period 1.0
set clk_io_pct 0.2

create_clock -name clk0 -period $clk_period [get_ports {CLOCK_50}]

set non_clock_inputs [all_inputs -no_clocks]
set_input_delay [expr $clk_period * $clk_io_pct] -clock clk0 $non_clock_inputs
set_output_delay [expr $clk_period * $clk_io_pct] -clock clk0 [all_outputs]
```
`flow/design.v`:
```
module clock_divider (reset, clock_in, clock_out);
	parameter input_hz = 50000;
	parameter output_hz = 1;
	parameter in_out_ratio = input_hz / output_hz;  
	input clock_in, reset;
	output clock_out;
	reg clock_out;
	reg [19:0] internal_count;
	always @(posedge clock_in or posedge reset) begin
		if (reset) begin
			internal_count <= 'b0;
			clock_out <= 1'b0;
		end
		else if (internal_count == (in_out_ratio - 1)) begin
			internal_count <= 20'b0;
			clock_out <= 1'b1;  
		end
		else if (internal_count == (in_out_ratio/2 - 1)) begin
			clock_out <= 1'b0; 	 
			internal_count <= internal_count + 1;
		end
		else begin
			internal_count <= internal_count + 1;
		end
	end
endmodule
module keyboard(
	LEDR,
	GPIO_1,
	CLOCK_50,
	HEX0,
	HEX1,
	HEX2,
	HEX3,
	HEX4,
	HEX5,
	HEX6,
	HEX7
);
input CLOCK_50;
output [15:0] LEDR;
inout [7:0] GPIO_1;
reg reset = 1;
wire myclock;
clock_divider cd (reset, CLOCK_50, myclock);
reg [3:0] GOUT = 4'bzzzz;	 
reg [15:0] OUT;				 
reg [7:0] index;				 
reg [1:0] status;				 
reg new_key;					 
reg [3:0] new_key_char;		 
assign GPIO_1 = { GOUT, 4'bzzzz };   
assign LEDR[15:0] = OUT;				 
always@(posedge CLOCK_50) begin
	if (reset)
		reset = 1'b0;
end
always@(posedge myclock) begin
	if (status == 0) begin
		GOUT[index] <= 0;
		status <= 1;		
	end else if (status == 1) begin
		if ((!GPIO_1[0]) && (OUT[4*index] != !GPIO_1[0])) begin
			new_key_char <= 4*index;
			new_key <= 1;
		end
		if ((!GPIO_1[1]) && (OUT[4*index+1] != !GPIO_1[1])) begin
			new_key_char <= 4*index+1;
			new_key <= 1;
		end
		if ((!GPIO_1[2]) && (OUT[4*index+2] != !GPIO_1[2])) begin
			new_key_char <= 4*index+2;
			new_key <= 1;
		end
		if ((!GPIO_1[3]) && (OUT[4*index+3] != !GPIO_1[3])) begin
			new_key_char <= 4*index+3;
			new_key <= 1;
		end
		OUT[4*index] <= !GPIO_1[0];
		OUT[4*index+1] <= !GPIO_1[1];
		OUT[4*index+2] <= !GPIO_1[2];
		OUT[4*index+3] <= !GPIO_1[3];
		status <= 2;
	end else begin
		GOUT <= 4'bzzzz;
		if (index < 3)
			index <= index + 1;
		else
			index <= 0;
		status <= 0;
		new_key <= 0;	 
	end;
end
output [6:0] HEX0;
output [6:0] HEX1;
output [6:0] HEX2;
output [6:0] HEX3;
output [6:0] HEX4;
output [6:0] HEX5;
output [6:0] HEX6;
output [6:0] HEX7;
reg [6:0] hex0 = 127;
reg [6:0] hex1 = 127;
reg [6:0] hex2 = 127;
reg [6:0] hex3 = 127;
reg [6:0] hex4 = 127;
reg [6:0] hex5 = 127;
reg [6:0] hex6 = 127;
reg [6:0] hex7 = 127;
assign HEX0 = hex0;
assign HEX1 = hex1;
assign HEX2 = hex2;
assign HEX3 = hex3;
assign HEX4 = hex4;
assign HEX5 = hex5;
assign HEX6 = hex6;
assign HEX7 = hex7;
always@(posedge new_key) begin
	hex7 <= hex6;
	hex6 <= hex5;
	hex5 <= hex4;
	hex4 <= hex3;
	hex3 <= hex2;
	hex2 <= hex1;
	hex1 <= hex0;
	case (new_key_char) 
		 0 : hex0 <= ~7'b0000110;  
		 1 : hex0 <= ~7'b1011011;  
		 2 : hex0 <= ~7'b1001111;  
		 3 : hex0 <= ~7'b1110111;  
		 4 : hex0 <= ~7'b1100110;  
		 5 : hex0 <= ~7'b1101101;  
		 6 : hex0 <= ~7'b1111101;  
		 7 : hex0 <= ~7'b1111100;  
		 8 : hex0 <= ~7'b0000111;  
		 9 : hex0 <= ~7'b1111111;  
		10 : hex0 <= ~7'b1101111;  
		11 : hex0 <= ~7'b0111001;  
		13 : hex0 <= ~7'b0111111;  
		15 : hex0 <= ~7'b1011110;  
		default : begin
			hex0 <= 127;
			hex1 <= 127;
			hex2 <= 127;
			hex3 <= 127;
			hex4 <= 127;
			hex5 <= 127;
			hex6 <= 127;
			hex7 <= 127;
		end
	endcase
end
endmodule
```
`flow/run.sh`:
```
#!/bin/bash
# OpenROAD 26Q1-2900-gdf79404cd8, Yosys 0.63+post, stock flow scripts
make -C /OpenROAD-flow-scripts/flow DESIGN_CONFIG=/design/flow/config.mk WORK_HOME=/design/flow/orfs finish
```
==> impl_metrics.yaml <==
# physical design summary
placement:
  dpl.hpwl_um: 3680
  port_buffers: 16
  place.gp.congestion: 0.819
clocking:
  cts_root_buffer: "clkbuf_8"
  htreeDepth: 1
  numCtsBuffers: 3
  cts_setup_buffers: 8
  cts_hold_buffers: 0
  cts.repair.resized: 13
  clockBufferDepth: 2
floorplan:
  die_w_um: 78.9
  fp_util_pct: 52.7
  die_h_um: 78.9
  ios: 81
  num_rows: 27
synth:
  flop_cell: "edfxtp_1"
  async_flop_share_pct: 40.4
  synthAdderAreaFrac_pct: 2.96
  avgSynthCellArea_um2: 10.5
  synth.largest_area_cell: "edfxtp_1"
  ys_cells: 282
  yosys_warnings: 5
  top_area_share_pct: 28.5
  synth-edff-count: 28
  synthDistinctLibCells: 44
  ys_area_mm2: 0.00295
  mux_share_pct: 0.678
  ys_sh_simple_pct: 18.3
  synth_area_mm2: 0.00295
  topCombFamilyByArea: "simple AND/OR/NAND/NOR gates"
  synthAoiAreaFrac_pct: 6.23
  ys_seq_share_pct: 48.3
  ys.flops: 52
  ys_top_cells_by_area: "edfxtp_1 28%, dfrtp_1 18%, buf_4 15%"
  ys_sh_xor_pct: 5.63
  postSynthCellCount: 282
timing:
  untimed_endpoints: 72
  unclocked_regs: 30
run_status:
  status: "aborted with a tool error"
  stop_error: "[error] [KeplerFormal.cpp:679] Workflow failed: Iso has multiple drivers: .GPIO_14, GPIO_1[4]$_DFFE_PN_.Q0"
  flow.stopped_at: "clock tree synthesis"
## cells in the mapped netlist, types with 2 or more instances
library cell and instances:
buf_4 60, edfxtp_1 28, dfrtp_1 21, nand2_1 18, nor2_1 17, inv_1 10
xor2_1 10, xnor2_1 9, nand3_1 8, and2_1 7, ha_1 7, nand2b_1 7
nor4_1 7, clkbuf_1 6, nand4_1 6, nor3_1 6, nor2b_1 4, o21a_1 4
o31a_1 4, a21boi_0 3, a31oi_1 3, and3_1 3, dfxtp_1 3, or2_2 3
or3_1 3, and4_1 2, conb_1 2, mux2i_1 2, nand4b_1 2, nor4b_1 2
or4_1 2
## metrics by stage
| step | setup slack, ns | area (µm²) | total power, µW | cells |
|---|---|---|---|---|
| global placement | -0.780 | 3240 | 947 | 399 |
| detailed placement | -0.804 | 3240 | 946 | 399 |
| floorplan | -0.670 | 3250 | 1100 | 347 |
## cells by family after synthesis
logic type      after synthesis
fa+ha+maj                     7
flops                        52
other cells                   2
compound gates               24
buf+inv                      77
simple gates                 99
mux                           2
xor+xnor                     19
Power and IR drop assume default switching activity.
